==> design.v <==
`timescale 1ns/1ps
module CounterB (input clk,F,output [3:0] out_come);
reg[3:0]counter = 0;
assign out_come = counter;
always@(posedge clk)
begin
if (F == 1)
   counter = counter + 1;
else
   counter = counter - 1;
end
endmodule
==> run.sh <==
#!/bin/bash
# OpenROAD 26Q1-2900-gdf79404cd8, Yosys 0.63+post, stock flow scripts
make -C /OpenROAD-flow-scripts/flow DESIGN_CONFIG=/design/flow/config.mk WORK_HOME=/design/flow/orfs finish
==> config.mk <==
export PLATFORM = sky130hd
export DESIGN_NAME = CounterB
export DESIGN_NICKNAME = CounterB
export VERILOG_FILES = /design/flow/design.v
export SDC_FILE = /design/flow/constraint.sdc
export NUM_CORES = 4
export LEC_CHECK = 1
export CORE_AREA = 10 10 70 70
export DIE_AREA = 0 0 80 80
==> constraint.sdc <==
current_design CounterB

set clk_period 2.0
set clk_io_pct 0.2

create_clock -name clk0 -period $clk_period [get_ports {clk}]

set non_clock_inputs [all_inputs -no_clocks]
set_input_delay [expr $clk_period * $clk_io_pct] -clock clk0 $non_clock_inputs
set_output_delay [expr $clk_period * $clk_io_pct] -clock clk0 [all_outputs]
==> changes_impl.md <==
### Physical design

* Crit path from: F
* Drt wl/cell at 6.01 um
* Core ar. at 3420 um2
* Worst vdd ir at 0.222 mV
* Worst-path clk slew at 40 ps
* DRC at 0
* Worst slew margin at 87.8%
* Final design utilization at 8.94%
* Setup_tns at 0 ps
* 1st-pass router iterations at 2
* Critical Path Stages at 6
* Min cycle time layout at 1590 ps
* IO Count at 6
* Layout area overhead at 74.3%
* Worst path cell trace: clkdlybuf4s50_1 -> inv_1 -> ha_1 -> a21o_1 -> a21oi_2 -> xnor2_1
* Fillers at 406
* Hold_buf cts at 0
* Top Layout Cells: clkdlybuf4s50_1, dfxtp_1, clkbuf_4
* Clock sinks at 4
* Via count at 128
* Commonest Layout Cell: clkdlybuf4s50_1
* Vias in the first global route at 129
* Total GRT Usage at 1.46%
* Layout cells sized above 1 at 18.2%
* Crit path kind: input pin to flip-flop
* Cells after Synth at 14
* Max frequency at 630 MHz
* MaxCap Viol Count at 0
* CTS Buf Count at 3
* Synth flops at 4
* Comb pwr share at 39.5%
* Max reg flops at 4
* Vias/cell at 1.88
* Sequential fraction of the synthesis area at 45.7%
* Clock power frac at 25.1%
* Initial Utilization at 5.13%
* Internal at 0.286 mW
* Final Setup Violations at 0
* H-tree lvl count at 1
* Largest net degree at the start of global routing at 5
* R2r startpoint: counter[1]$_DFF_P_
* Mean post-synth cell area at 12.5 um2
* Cell Area, Synth at 175 um2
* Initial antenna violation count at 0
* YS chip area at 175 um2
* Status: complete, no violations
* Final hold vios at 0
* Chip height at 80 um
* Setup bufs post-CTS at 0
* Yosys cell count at 14
* CTS Buffer Depth at 2
* Die X at 80 um
* Slew @ Worst Pin at 181 ps
* Clk latency of the worst-skew pair at 230 ps
* Netlist cell types at 8
* Worst hold slack at 437 ps
* CP required at 2120 ps
* P_sw at 0.104 mW
* RSZ-0062 raised after global routing: no
* Max Slew Vio Count at 0
* Tool warnings at 25
* Global-route wire length before repair at 607 um
* Initial drt markers at 10
* Flop pwr share at 35.4%
* Critical Path Max Stage Delay at 490 ps
* CP arrival at 1710 ps
* Power Dens Cells at 1280 nW/um2
* Post-CTS Resized at 0
* Worst hold path type: flip-flop to flip-flop
* CP Launch Type: input pin
* Worst R2R End: counter[3]$_DFF_P_
* CP max FO at 3
* Gp weighted congestion at 0.664
* TritonCTS clock tree: yes
* Switching share of power at 26.7%
* Clock Root Buffer: clkbuf_4
* Crit share post-route at 79.3%
* WP buf/inv at 2
* CP delay by family, top: buffers and inverters
* WL final at 409 um
* Crit path capture type: flip-flop
* Crit-path slowest cell: clkdlybuf4s50_1
* Total leakage power at 0.116 nW
* YS warnings at 1
* Antenna cells at 0
* Port Buffer Count at 5
* Die area at 6400 um2
* FF-to-FF path depth at 4
* Detailed Place HPWL at 332 um
* Row count at 21
* Fin Clk Skew at 0.550 ps
* Gr ovfl total at 0
* Critical path capture point: counter[3]$_DFF_P_
* Routed Antenna Nets at 0
* Internal reg-to-reg setup slack at 860 ps
cells by family (layout without fill, tap and decap cells):
logic type,count (synthesis),after routing,share of synthesized area [%]
buf+inv,2,10,4.29
compound gates,2,2,9.29
fa+ha+maj,3,3,25.7
flops,4,4,45.7
xor+xnor,3,3,15.0
stage by stage:
step | std cells | total power [mW] | setup WS [ps] | cell area, um2
6_report | 68 | 0.390 | 413 | 305
5_1_grt | 68 | 0.430 | 330 | 305
4_1_cts | 68 | 0.404 | 409 | 305
3_5_place_dp | 65 | 0.298 | 166 | 283
3_3_place_gp | 65 | 0.289 | 205 | 283
2_1_floorplan | 14 | 0.212 | 758 | 175
power by group through the flow:
stage / clock network [mW] / logic [mW] / registers (mW)
final: 0.0981 / 0.154 / 0.138
after global routing: 0.109 / 0.178 / 0.143
after CTS: 0.105 / 0.161 / 0.139
cell usage after synthesis:
library cell	number	area, um2
dfxtp_1	4	80.1
ha_1	2	25.0
inv_1	2	7.51
xnor2_1	2	17.5
a21o_1	1	7.51
a21oi_2	1	8.76
fa_1	1	20.0
xor2_1	1	8.76
area by class of cell:
cell class | instances | area, um2 | share of cell area (%)
tap | 46 | 57.6 | 18.9
clock buffer | 3 | 22.5 | 7.38
multi-input combinational | 8 | 87.6 | 28.7
inverter | 2 | 7.51 | 2.46
timing repair buffer | 5 | 50.0 | 16.4
sequential | 4 | 80.1 | 26.2
per-layer routing:
metal | GRT usage (%) | share of wire (%)
met5 | 0 | 0
met3 | 3.30 | 39
met4 | 0.352 | 0
met1 | 1.47 | 38
met2 | 0.803 | 23
how the worst min path moves through the flow:
| stage | startpoint | end | slack [ps] | depth (start not counted) |
|---|---|---|---|---|
| 4_1_cts | counter[0]$_DFF_P_ | counter[0]$_DFF_P_ | 440 | 1 |
| 5_1_grt | counter[0]$_DFF_P_ | counter[0]$_DFF_P_ | 460 | 1 |
| 6_report | counter[0]$_DFF_P_ | counter[0]$_DFF_P_ | 440 | 1 |
No activity file was given, so power comes from the tool's default toggle rates.
