==> config.mk <==
export PLATFORM = sky130hd
export DESIGN_NAME = lab_five_part_two
export DESIGN_NICKNAME = lab_five_part_two
export VERILOG_FILES = /design/flow/design.v
export SDC_FILE = /design/flow/constraint.sdc
export NUM_CORES = 4
export LEC_CHECK = 1
export CORE_AREA = 10 10 70 70
export DIE_AREA = 0 0 80 80
==> design.v <==
module lab_five_part_two(
input wire clk,
output reg [3:0] count
);
initial begin
count = 4'b0000;
end
always @ (posedge clk)
begin
if (count == 4'b1111)
 count <= 4'b0000;
 else
 count <= count + 1;
 end
endmodule
==> constraint.sdc <==
current_design lab_five_part_two

set clk_period 1.5
set clk_io_pct 0.2

create_clock -name clk0 -period $clk_period [get_ports {clk}]

set non_clock_inputs [all_inputs -no_clocks]
set_input_delay [expr $clk_period * $clk_io_pct] -clock clk0 $non_clock_inputs
set_output_delay [expr $clk_period * $clk_io_pct] -clock clk0 [all_outputs]
==> run.sh <==
#!/bin/bash
# OpenROAD 26Q1-2900-gdf79404cd8, Yosys 0.63+post, stock flow scripts
make -C /OpenROAD-flow-scripts/flow DESIGN_CONFIG=/design/flow/config.mk WORK_HOME=/design/flow/orfs finish
==> Slide: Implementation Results <==
Key Metrics from the Run

Pwr
  • Sw power: approximately 44 µW
  • Clk pwr share: 0.555
  • Seq pwr share: 0.445
  • Internal power: 196 µW
  • VDD IR-drop max: between 150 and 200 µV
  • Switching Share: 0.182
  • Leakage dissipation: 0.0969 nW
  • Pwr Total: around 240 µW
  • Combinational power share: 0
  • Power density cells: 864 nW/µm²

Floorplan
  • Full die area: 6400 µm²
  • DIE WIDTH: 80 µm
  • Die Ht: roughly 80 µm
  • Core area: 3420 µm²
  • I/O pin cnt: 5
  • Initial core utilization: 0.0451
  • FP Rows: 21

Setup path
  • Crit-path cells: clkdlybuf4s50_1
  • Worst EP arrival: 1.12 ns
  • Critical path launch point type: flop
  • CP Max Fanout: 6
  • CP bufs+invs: 1
  • Crit-path slowest cell: clkdlybuf4s50_1
  • Max stage delay on crit path: 0.49 ns
  • Worst EP required: 1.20 ns
  • Worst setup EP type: primary output
  • CP delay by family, top: buffers and inverters
  • Setup CP Type: flop to primary output

Synth
  • AO/OA Area Share: 0.146
  • Fa+ha+maj area frac: 0.0813
  • Ys flop type: dfxtp_1
  • Mapped Avg Cell Area: 11.0 µm²
  • Register area share after synthesis: 0.520
  • Top cell area share: 0.520
  • Post-synthesis cell area: ~150 µm²
  • Simple-gate share of the synthesized area: 0.146
  • Synthesized instance count: 14
  • Synth top cell by count: dfxtp_1
  • Synth Area in XOR/XNOR: 0.0569
  • Yosys-reported design area after synthesis: 154 µm²
  • Yosys top cell by area: dfxtp_1
  • Top cells by count: 4 x dfxtp_1, 2 x a31oi_1, 2 x inv_1
  • Main logic family: AND-OR/OR-AND gates
  • Async SR Flop Fraction: 0
  • Post-synth EDFFs: 0
  • Top cells by area: dfxtp_1 52%, a31oi_1 8.1%, ha_1 8.1%
  • Synth Warn #: 1
  • Mux cell area share: 0
  • Yosys Instances: 14
  • Cell Type Count: 9
  • Seq cells post-synth: 4

Clocking
  • Latency at later pin: 0.23 ns
  • CTS clk-pin slew, worst paths: 0.04 ns
  • CTS Buf Count: 3
  • Hold_buf cts: 0
  • CTS tree: yes
  • Post_cts resized: 1
  • CTS root buf: clkbuf_4
  • TritonCTS Sinks: 4
  • Clock Tree Buf Depth: 2
  • H-tree depth: 1
  • Setup Fix Bufs, Post-CTS: 0

Job
  • Max Cap Viol: 0
  • Tool Warnings: 25

Route
  • WL/cell: 5.34 µm
  • DR vias/cell: just over 2
  • Routed WL: 363 µm
  • Vias: 141
  • Initial DRC count: 15
  • TritonRoute pass-1 iters: 4
  • Antenna-violating nets left: 0
  • DRC: 0

Outcome
  • Outcome: finished, final reports clean

Timing
  • Setup Viol. Count Final: 0
  • Tcrit/Tclk final: 0.944
  • Worst slew pin tran: around 0.17 ns
  • Setup Skew: 0.000222 ns
  • Final min period: 1.42 ns
  • Top achievable clock speed: 706 MHz
  • Fin worst setup slack: 0.0839 ns
  • RSZ-0062 raised after global routing: false
  • Final Max Slew Viols: 0
  • Setup TNS: 0 ns
  • Slew margin rel.: 0.886
  • Final Hold Violation Tally: 0

Cells and area
  • Max reg flops: 4
  • Final core occ: 0.0813
  • Share of cells above drive strength 1: 0.238
  • FF+latch area: 81.3 µm²
  • Comb. cell area: 66.3 µm²
  • Most flop-heavy register: count
  • Layout fillers: 406
  • Layout area overhead: 80.5%
  • Largest registers: count: 4 flops

Global routing
  • Total global routing overflow: 0
  • Vias in the first global route: 113
  • GRT Util Overall: 0.0125
  • GRT met3 Usage: 0.0273
  • Largest net degree at the start of global routing: 7
  • Antenna violations before repair: 1
  • M2 GR Usage: 0.00963
  • GRT busiest layer: met3
  • First-pass GRT wire length: ~520 µm
  • Met1 Usage GRT: 0.0113

Placed design
  • Dpl ws: 0.262 ns
  • Port Buffers: 4
  • Final GP Congestion: ~0.57

Worst hold path
  • Worst min path class: flop to flop
## cells in the final DEF (no fill, tap or decap)
master           synthesis  final
dfxtp_1                  4      3
clkdlybuf4s50_1          0      4
dfxtp_2                  0      1
nand2_1                  1      1
and4b_1                  1      1
clkbuf_4                 0      3
inv_1                    2      2
a311o_1                  1      1
a31oi_1                  2      2
and2b_2                  1      1
diode_2                  0      1
xor2_1                   1      1
ha_1                     1      1
## through the flow
stage / cell area (µm²) / hold WS (ns) / cells
2_1_floorplan: 154 / 0.431 / 14
3_3_place_gp: 251 / 0.468 / 64
3_5_place_dp: 251 / 0.488 / 64
4_1_cts: 275 / 0.491 / 67
5_1_grt: 278 / 0.521 / 68
6_report: 278 / 0.490 / 68
## metal layers
layer	vias to the layer above	routed length, µm	share of wire
met5	-	0	0
met4	0	0	0
met3	0	121	0.33
met2	8	93	0.26
met1	64	147	0.40
li1	69	-	-
## path summary, 6_finish.rpt
check	startpoint	end	slack [ns]	cells after the start
max	count[3]$_SDFF_PN0_	count[3]	0.08	1
min	count[0]$_SDFF_PN0_	count[0]$_SDFF_PN0_	0.49	1
max reg2reg	count[0]$_SDFF_PN0_	count[3]$_SDFF_PN0_	0.44	3
min reg2reg	count[0]$_SDFF_PN0_	count[0]$_SDFF_PN0_	0.49	1
## cell families after synthesis
logic type	Yosys count
and+or+nand+nor	3
buffers and inverters	2
adders and majority gates	1
AOI/OAI and AO/OA	3
xor gates and xnor gates	1
DFF	4
## power by group through the flow
stage | clock network [mW] | logic [mW] | registers (mW)
4_1_cts | 0.138 | 0.0000000504 | 0.107
5_1_grt | 0.151 | 0.0000000504 | 0.107
6_report | 0.133 | 0.0000000504 | 0.107
## worst reg2reg max path, stage by stage, from the launching register on
cell and delay, ns:
dfxtp_1 0.38, ha_1 0.26, inv_1 0.06, a311o_1 0.25
## area by class of cell
type / count / area share
Clock buffer: 3 / 0.0811
Sequential cell: 4 / 0.293
Inverter: 2 / 0.0270
Multi-Input combinational cell: 8 / 0.239
Antenna cell: 1 / 0.00901
Tap cell: 46 / 0.207
Timing Repair Buffer: 4 / 0.144
Power and IR drop assume default switching activity.
