==> ./design.v <==
module Addern (Cin, X, Y, Sum, Cout);
parameter n = 16;
input Cin;
input [n-1:0] X, Y;
output [n-1:0] Sum;
output Cout;
assign {Cout, Sum} = X + Y + Cin;
endmodule
==> ./run.sh <==
#!/bin/bash
# OpenROAD 26Q1-2900-gdf79404cd8, Yosys 0.63+post, stock flow scripts
make -C /OpenROAD-flow-scripts/flow DESIGN_CONFIG=/design/flow/config.mk WORK_HOME=/design/flow/orfs finish
==> ./config.mk <==
export PLATFORM = sky130hd
export DESIGN_NAME = Addern
export DESIGN_NICKNAME = Addern
export VERILOG_FILES = /design/flow/design.v
export SDC_FILE = /design/flow/constraint.sdc
export NUM_CORES = 4
export LEC_CHECK = 1
export CORE_AREA = 10 10 70 70
export DIE_AREA = 0 0 80 80
==> ./constraint.sdc <==
current_design Addern

set clk_period 7.1
set clk_io_pct 0.2

create_clock -name clk0 -period $clk_period

set non_clock_inputs [all_inputs -no_clocks]
set_input_delay [expr $clk_period * $clk_io_pct] -clock clk0 $non_clock_inputs
set_output_delay [expr $clk_period * $clk_io_pct] -clock clk0 [all_outputs]
==> metrics.csv <==
stage,metric,value,unit
run_status,outcome,"complete, no violations",
grt,first-pass GRT wire length,3760,µm
synthesis,sequential area share after synthesis,0,%
final_layout,layout overhead on the synthesized area,76.11,%
routing,number of inserted diodes,0,
final_timing,Fmax,173.2,MHz
routing,WL final,2329,µm
final_timing,fin crit period,5773,ps
synthesis,cell taking the most area after synthesis,ha_1,
synthesis,synthesis area per yosys,733.2,µm²
hold_path,worst min-delay path category,primary input to primary output,
final_timing,Final setup viols,0,
hold_path,min-delay src,Cin,
die,core area,3416,µm²
setup_path,"Data arrival, critical path",4350,ps
die,die area,6400,µm²
place,dpl hpwl,2141,µm
synthesis,yosys cell count,89,
die,Top Ports,50,
synthesis,synthesized area per cell,8.238,µm²
final_layout,share of cells above drive strength 1,7.914,%
place,placed insts,185,
grt,antenna violations before repair,0,
synthesis,post-synth cell types,31,
synthesis,Syn. warnings,0,
place,IO buf count,50,
die,Init Core Util,21.47,%
setup_path,"Slowest-stage cell, CP",clkdlybuf4s50_1,
pwr,total power,0.1245,mW
final_timing,"Slew Viols, Final",0,
final_layout,post-layout util,37.80,%
final_layout,clock buf count,0,
hold_path,Hold Path Cell Cnt,3,
setup_path,critical path class,primary input to primary output,
run,Log Warnings,32,
synthesis,Top cells by area,"ha_1 (26%), xnor2_1 (11%), a21oi_1 (6.1%)",
routing,via count,842,
grt,grt total ovfl,0,
die,die height,80,µm
final_layout,register area,0,µm²
clock_tree,Resize count post-CTS,0,
synthesis,post-synthesis instance total,89,
final_timing,slew margin rel.,77.77,%
grt,vias in the first global route,837,
routing,antenna-violating nets left,0,
final_layout,Fillers,377,
setup_path,WP buf/inv,2,
setup_path,Top delay family on crit path,AND-OR/OR-AND gates,
setup_path,Worst setup EP type,primary output,
die,FP Rows,21,
final_timing,final period utilization,81.30,%
final_layout,"non-filler cells, final",185,
routing,wire per inst,12.59,µm
routing,Avg Vias per Cell,4.551,
final_layout,Top cells excl fill/tap,"clkdlybuf4s50_1 (50), ha_1 (15), a21oi_1 (9), xnor2_1 (9), xor2_1 (5)",
grt,largest net degree at the start of global routing,7,
die,die outline width,80,µm
setup_path,CP max FO,2,
setup_path,CP startpoint,X[0],
grt,gr usage total,6.821,%
setup_path,crit path DRT,5680,ps
clock_tree,postcts setup bufs,0,
synthesis,Synth Cell Area,733.2,µm²
pwr,Max rail drop VDD,0.03850,mV
pwr,PwrDens,96.43,nW/µm²
synthesis,Top-area cell share,25.60,%
final_timing,"Hold Vio Cnt, Final",0,
setup_path,Max stage delay on crit path,490,ps
clock_tree,cts-stage hold buffer count,0,
run,Max-Cap Viols,0,
final_timing,setup TNS,0,ps
setup_path,Critical Path Source Type,primary input,
pwr,Lkg Pwr,0.5263,nW
routing,Remaining DRCs,0,
routing,first-pass detailed-route iteration total,4,
final_timing,Slew @ Worst Pin,329.9,ps
setup_path,CP cell instances,"clkdlybuf4s50_1, fa_1, fa_1, a21oi_2, o21ai_2, a2111oi_2, o31ai_1, a21oi_1, xnor2_1, clkdlybuf4s50_1",
final_layout,flip-flop and latch count,0,
final_timing,RSZ-0062 raised after global routing,no,
routing,number of DRC markers in iteration 0,20,
setup_path,Crit path depth,10,
final_layout,Top cell excl fill/tap,clkdlybuf4s50_1,
place,final RePlAce weighted congestion,0.7909,
-- power breakdown --
group | switching, mW | internal, mW
Clock | 0 | 0
Sequential | 0 | 0
Combinational | 0.0443 | 0.0803
Total | 0.0443 | 0.0803
-- per-layer routing --
| layer | vias up | wire, µm | track usage (%) |
|---|---|---|---|
| li1 | 439 | - | - |
| met1 | 385 | 1067 | 9.464 |
| met2 | 18 | 1129 | 11.56 |
| met3 | 0 | 132 | 0.9091 |
| met4 | 0 | 0 | 0 |
| met5 | - | 0 | 0 |
-- per-stage QoR --
step	hold slack [ps]	cell area [µm²]	worst slack, ps
after floorplan	2944	733.2	2368
after global placement	3929	1291	1312
after detailed placement	3932	1291	1293
after CTS	3932	1291	1284
after global routing	3941	1291	1122
final	3923	1291	1327
-- kinds of logic after synthesis --
group,after synthesis,synth area share (%)
adders and majority gates,17,31.06
xor gates and xnor gates,14,16.72
AOI/OAI and AO/OA,38,39.08
and+or+nand+nor,16,11.09
buffers and inverters,4,2.047
-- worst paths after layout --
| check | end | slack [ps] |
|---|---|---|
| hold / removal | Sum[0] | 3920 |
| setup / recovery | Sum[10] | 1330 |
-- area by class of cell --
type | instances | area [µm²] | area share, %
Inverter | 4 | 15.01 | 1.163
Multi-Input combinational cell | 85 | 718.2 | 55.62
Tap cell | 46 | 57.56 | 4.457
Timing Repair Buffer | 50 | 500.5 | 38.76
-- cells in the mapped netlist (2+ instances only) --
cell type	n
a21o_1	4
xor2_1	5
ha_1	15
nand2b_1	2
o21bai_1	3
fa_1	2
a21oi_2	3
nand3_1	3
xnor2_1	9
nor2_1	3
a21oi_1	9
o21ai_0	4
nand2_1	4
o21a_1	2
inv_1	4
o21ai_2	2
Power is estimated from default activity; no workload was simulated.
